--- ./run.sh ---
#!/bin/bash
# OpenROAD 26Q1-2900-gdf79404cd8, Yosys 0.63+post, stock flow scripts
make -C /OpenROAD-flow-scripts/flow DESIGN_CONFIG=/design/flow/config.mk WORK_HOME=/design/flow/orfs finish
--- ./config.mk ---
export PLATFORM = sky130hd
export DESIGN_NAME = xtea_top
export DESIGN_NICKNAME = xtea_top
export VERILOG_FILES = /design/flow/design.v
export SDC_FILE = /design/flow/constraint.sdc
export NUM_CORES = 4
export LEC_CHECK = 1
export CORE_UTILIZATION = 40
--- ./constraint.sdc ---
current_design xtea_top

set clk_period 28.7
set clk_io_pct 0.2

create_clock -name clk0 -period $clk_period [get_ports {clock}]

set non_clock_inputs [all_inputs -no_clocks]
set_input_delay [expr $clk_period * $clk_io_pct] -clock clk0 $non_clock_inputs
set_output_delay [expr $clk_period * $clk_io_pct] -clock clk0 [all_outputs]
--- ./design.v ---
module xtea_dec(
    input clock, reset, en, start,
    input[127:0] data_i, key,
    output ready,
    output[127:0] data_o
);
reg[127:0] d, k, result;
wire[31:0] y0, z0, y1, z1;
assign y0 = d[127:96], z0 = d[95:64],
       y1 = d[ 63:32], z1 = d[31:0];
reg[31:0] sum, delta;
wire[1:0] idx;
wire[31:0] key_at_idx;
reg[6:0] i;
reg[2:0] EA, PE;
always @(posedge clock, posedge reset)
begin
    if(reset) begin
        EA <= 3'b000;
    end
    else begin
        EA <= PE;
    end
end
always @*
begin
case(EA)
        3'b000:
            if(start && !en) PE <= 3'b001;
            else             PE <= 3'b000;
        3'b001:
            if(i<32)    PE <= 3'b011;
            else        PE <= 3'b101;
        3'b011:      PE <= 3'b010;
        3'b010:      PE <= 3'b001;
        3'b101:          PE <= 3'b000;
        default:        PE <= 3'b000;
    endcase
end
always @(posedge clock, posedge reset)
begin
    if(reset) begin
        d <= 0;
        k <= 0;
        result <= 0;
        sum <= 32'hC6EF3720;
        delta <= 32'h9E3779B9;
        i <= 0;
    end
    else
        case(EA)
            3'b000:
            begin
                d <= {data_i[31:0], data_i[63:32], data_i[95:64], data_i[127:96]};
                k <= {key[31:0], key[63:32], key[95:64], key[127:96]};
                sum <= 32'hC6EF3720;
                delta <= 32'h9E3779B9;
                i <= 0;
            end
            3'b010:
            begin
                d[127:96] <= y0 - ((((z0 << 4) ^ (z0 >> 5)) + z0) ^ (sum + key_at_idx));
                d[63:32] <= y1 - ((((z1 << 4) ^ (z1 >> 5)) + z1) ^ (sum + key_at_idx));
                i <= i + 1;
            end
            3'b011:
            begin
                d[95:64] <= z0 - ((((y0 << 4) ^ (y0 >> 5)) + y0) ^ (sum + key_at_idx));
                d[31:0] <= z1 - ((((y1 << 4) ^ (y1 >> 5)) + y1) ^ (sum + key_at_idx));
                sum <= sum - delta;
            end
            3'b101:
            begin
                result <= d;
            end
            default: begin 
            end
        endcase
end
assign ready = (EA == 3'b101) ? 1 : 0;
assign data_o = {result[31:0], result[63:32], result[95:64], result[127:96]};
assign idx = (EA == 3'b010) ? sum & 3 :
             (EA == 3'b011) ? (sum>>11) & 3 : 0;
assign key_at_idx = (idx == 0) ? k[127:96] :
                    (idx == 1) ? k[ 95:64] : 
                    (idx == 2) ? k[ 63:32] : k[31:0];
endmodule
module xtea_enc(
    input clock, reset, en, start,
    input[127:0] data_i, key,
    output ready,
    output[127:0] data_o
);
reg[127:0] d, k, result;
wire[31:0] y0, z0, y1, z1;
assign y0 = d[127:96], z0 = d[95:64],
       y1 = d[ 63:32], z1 = d[31:0];
reg[31:0] sum, delta;
wire[1:0] idx;
wire[31:0] key_at_idx;
reg[6:0] i;
reg[2:0] EA, PE;
always @(posedge clock, posedge reset)
begin
    if(reset) begin
        EA <= 3'b000;
    end
    else begin
        EA <= PE;
    end
end
always @*
begin
case(EA)
        3'b000:
            if(start && en) PE <= 3'b001;
            else            PE <= 3'b000;
        3'b001:
            if(i<32)    PE <= 3'b010;
            else        PE <= 3'b101;
        3'b010:      PE <= 3'b011;
        3'b011:      PE <= 3'b001;
        3'b101:          PE <= 3'b000;
        default:        PE <= 3'b000;
    endcase
end
always @(posedge clock, posedge reset)
begin
    if(reset) begin
        d <= 0;
        k <= 0;
        result <= 0;
        sum <= 0;
        delta <= 32'h9E3779B9;
        i <= 0;
    end
    else
        case(EA)
            3'b000:
            begin
                d <= {data_i[31:0], data_i[63:32], data_i[95:64], data_i[127:96]};
                k <= {key[31:0], key[63:32], key[95:64], key[127:96]};
                sum <= 0;
                delta <= 32'h9E3779B9;
                i <= 0;
            end
            3'b011:
            begin
                d[95:64] <= z0 + ((((y0 << 4) ^ (y0 >> 5)) + y0) ^ (sum + key_at_idx));
                d[31:0] <= z1 + ((((y1 << 4) ^ (y1 >> 5)) + y1) ^ (sum + key_at_idx));
                i <= i + 1;
            end
            3'b010:
            begin
                d[127:96] <= y0 + ((((z0 << 4) ^ (z0 >> 5)) + z0) ^ (sum + key_at_idx));
                d[63:32] <= y1 + ((((z1 << 4) ^ (z1 >> 5)) + z1) ^ (sum + key_at_idx));
                sum <= sum + delta;
            end
            3'b101:
                result <= d;
            default: begin 
            end
        endcase
end
assign ready = (EA == 3'b101) ? 1 : 0;
assign data_o = {result[31:0], result[63:32], result[95:64], result[127:96]};
assign idx = (EA == 3'b010) ? sum & 3 :
             (EA == 3'b011) ? (sum>>11) & 3 : 0;
assign key_at_idx = (idx == 0) ? k[127:96] :
                    (idx == 1) ? k[ 95:64] : 
                    (idx == 2) ? k[ 63:32] : k[31:0];
endmodule
module xtea_top(
    input clock, reset, cfg, start,
    input[127:0] data_i, key,
    output busy, ready,
    output[127:0] data_o
);
reg[2:0] EA, PE;
wire[127:0] enc_out, dec_out;
wire enc_r, dec_r;
always @(posedge clock, posedge reset)
begin
    if(reset) begin
        EA <= 3'b000;
    end
    else begin
        EA <= PE;
    end
end
always @*
begin
    case(EA)
        3'b000:
        begin
            if(start && cfg)   
                PE <= 3'b001;
            else if(start && !cfg) 
                    PE <= 3'b010;
                 else 
                    PE <= 3'b000;
        end
        3'b001:
            if(enc_r)   PE <= 3'b011;
            else        PE <= 3'b001;
        3'b010:
            if(dec_r)   PE <= 3'b100;
            else        PE <= 3'b010;
        3'b011:      PE <= 3'b000;
        3'b100:      PE <= 3'b000;
        default:        PE <= 3'b000;
    endcase
end
xtea_enc ENC_DRIVER(
    .clock(clock), .reset(reset), .en(cfg),
    .start(start), .data_i(data_i), .key(key), 
    .ready(enc_r), .data_o(enc_out)
);
xtea_dec DEC_DRIVER(
    .clock(clock), .reset(reset), .en(cfg),
    .start(start), .data_i(data_i), .key(key), 
    .ready(dec_r), .data_o(dec_out)
);
assign data_o = (EA == 3'b011) ? enc_out :
                (EA == 3'b100) ? dec_out : 0;
assign ready = (enc_r || dec_r);
assign busy = (EA != 3'b000) ? 1 : 0; 
endmodule
==> README.md <==
| Result | This run | Unit |
| --- | --- | --- |
| CP max FO | 66 | - |
| All-Layer GR Usage | 30.4 | % |
| Fin. Hold Viols | 0 | - |
| Post-cts repair resize count | 0 | - |
| Max-Cap Viols | 0 | - |
| Post-placement cell count | 9476 | - |
| Seq share, synth | 31.8 | % |
| DR vias | 55800 | - |
| Async set or reset register ratio after synthesis | 100 | % |
| Fin crit period | 9.34 | ns |
| Number of buffers created by CTS | 99 | - |
| IO buf count | 389 | - |
| Kind of start point of the critical path | register | - |
| Area growth from synthesis to layout | 15.3 | % |
| ANT nets after route | 0 | - |
| CTS Root Cell | clkbuf_16 | - |
| Static Leakage | 0.0348 | uW |
| First-pass GRT wire length | 367000 | um |
| Number of filler instances in the final layout | 15400 | - |
| CTS sink cnt | 859 | - |
| Transition time of the tightest slew-check pin | 0.895 | ns |
| Mean instance size in the synthesized netlist | 9.68 | sq um |
| Setup repair after global routing missed its margin | false | - |
| CTS tree | built | - |
| DRC violations left | 0 | - |
| Leading area contributor after synthesis | dfrtp_1 | - |
| Worst hold margin | 0.496 | ns |
| Level count of the clock H-tree | 3 | - |
| Number of setup violations in the final report | 0 | - |
| Final wirelength | 253000 | um |
| Path category of the worst min-delay check | reg2reg | - |
| Maximum number of pins on one net before global-route repair | 129 | - |
| Required arrival time at the worst endpoint | 22.96 | ns |
| Cts hold-fix bufs | 0 | - |
| I/O pins | 390 | - |
| Setup skew after layout | 0.0824 | ns |
| Util after Layout | 46.6 | % |
| Mapped Cells | 7002 | - |
| Category of the worst setup path capture point | output port | - |
| Total of flip-flops plus latches after synthesis | 859 | - |
| Portion of the clock cycle consumed by the worst path in the final layout | 32.5 | % |
| Dominant Register Cell | dfrtp_1 | - |
| Largest cells by area after synthesis | dfrtp_1, ha_1, mux2_2 | - |
| Number of optimization iterations in the first detailed-route pass | 6 | - |
| Highest clock frequency the design can meet | 107 | MHz |
| Power density relative to cell area | 34.6 | nW/um^2 |
| Slew Limit Fails | 0 | - |
| Share of final-layout standard cells stronger than drive strength 1 | 12.7 | % |
| Sequential cell area | 21500 | sq um |
| Maximum count of clock buffers along a single path | 3 | - |
| Number of flops mapped to enable cells by yosys | 0 | - |
| Worst voltage drop across the vdd grid | 0.0570 | mV |
| Distinct lib cells used | 90 | - |
| Core Util at FP | 40.4 | % |
| Die W | 414 | um |
| Combined area of all synthesized cells | 67800 | sq um |
| Worst slew margin | 38.8 | % |
| Data arrival time at the worst-slack endpoint | 3.59 | ns |
| Critical setup path kind | reg2out | - |
| RePlAce Congestion | 1.04 | - |
| Area of the multi-input gates | 44800 | sq um |
| Detailed placer's ending HPWL | 199000 | um |
| Number of cells in the yosys synthesis report | 7002 | - |
| Share of Yosys cell area claimed by the top area cell type | 31.0 | % |
| Setup_tns | 0 | ns |
| Num rows | 150 | - |
| Routed wire per std cell | 26.2 | um |
| Gr ovfl total | 0 | - |
| Chip Area | 171000 | sq um |
| Detailed-route vias per instance | 5.77 | - |
| Placeable core region | 168000 | sq um |
| # Post-CTS Setup Buffers | 0 | - |
| Clock Latency Late Sink | 0.76 | ns |
| Clock slew at reported path FFs | 0.06 | ns |
| Chip Area, Yosys | 67800 | sq um |
| Count of yosys warnings during synthesis | 3 | - |
| Vias in the first global route | 54400 | - |
| Status | finished, final reports clean | - |
| Vertical die dimension | 414 | um |
| Initial antenna violation count | 17 | - |
| Tally of OpenROAD warnings | 54 | - |
| Number of cells in the finished layout apart from fillers | 9667 | - |
| Starting DRT DRC Count | 3611 | - |
[where the power goes]
group / internal (uW) / leakage [uW] / switching [uW]
sequential: 1210 / 0.0111 / 1.46
combinational: 37.2 / 0.0220 / 69.6
clock: 807 / 0.00171 / 576
[worst paths after layout]
kind	startpoint	cells past startpoint	slack [ns]	endpoint
setup / recovery	EA[2]	5	19.37	data_o[11]
hold / removal	ENC_DRIVER.k[24]	1	0.50	ENC_DRIVER.k[24]
setup reg to reg	DEC_DRIVER.EA[1]	30	20.24	DEC_DRIVER.d[30]
hold reg to reg	ENC_DRIVER.k[24]	1	0.50	ENC_DRIVER.k[24]
max in group asynchronous	reset	6	20.18	DEC_DRIVER.d[95]
min in group asynchronous	reset	2	5.38	DEC_DRIVER.d[19]
[area by class of cell]
cell class / count / area share (%)
repair buffers: 505 / 6.15
diodes: 8 / 0.0256
flip-flops and latches: 859 / 27.6
inverters: 167 / 0.807
well taps: 2204 / 3.53
clock inverters: 48 / 0.939
clock buffers: 135 / 3.62
multi-input cells: 5741 / 57.3
[Yosys cell counts, types with 33 or more instances]
master / instances
nand2_1: 558
a211oi_1: 120
nand2b_1: 67
o21ai_0: 478
clkbuf_1: 182
or3_1: 33
o21bai_1: 74
xor2_1: 413
inv_1: 167
and2_1: 49
mux2_2: 537
nor2_1: 263
a21oi_1: 489
mux2i_1: 213
and3_1: 59
nor2b_1: 71
a21o_1: 244
dfrtp_1: 840
ha_1: 582
o31ai_1: 40
nand3_1: 97
o211ai_1: 40
xnor2_1: 546
nor3_1: 87
o21a_1: 76
a31oi_1: 84
buf_1: 50
a22o_1: 133
[registers in the layout, indices dropped and copies added, names as in the netlist]
name               flops
DEC_DRIVER.result    128
DEC_DRIVER.d         128
ENC_DRIVER.result    128
DEC_DRIVER.sum        32
ENC_DRIVER.k         128
DEC_DRIVER.i           7
EA                     3
ENC_DRIVER.i           7
ENC_DRIVER.d         128
DEC_DRIVER.EA          5
DEC_DRIVER.k         128
ENC_DRIVER.sum        32
ENC_DRIVER.EA          5
[routing by layer]
metal / wire, um / global-route usage [%] / share of wire (%) / vias to the layer above
li1: - / - / - / 26400
met1: 109000 / 43.2 / 43 / 27200
met2: 108000 / 43.7 / 43 / 1807
met3: 24300 / 9.92 / 9.6 / 421
met4: 11700 / 11.7 / 4.6 / 18
met5: 131 / 0 / 0.052 / -
[cell families (layout without fill, tap and decap cells)]
logic type / count (synthesis) / in the layout / synth area share (%)
AND-OR/OR-AND: 1988 / 1988 / 19.0
multiplexers: 782 / 782 / 13.1
buffers and inverters: 402 / 855 / 2.23
XOR/XNOR: 974 / 974 / 12.9
other: 0 / 8 / 0
AND/OR/NAND/NOR: 1397 / 1397 / 9.66
flip-flops: 859 / 859 / 31.8
adder cells (fa/ha/maj): 600 / 600 / 11.3
[critical path, cell delays in order (launching register included)]
cell and delay [ns]:
dfrtp_1 0.46, nor3b_2 0.21, buf_4 0.61, buf_4 0.68, a22o_1 0.26, clkdlybuf4s50_1 0.50
[metrics by stage]
step                      area, sq um  setup slack [ns]  total power (uW)
after global placement          74500             19.32              1340
after global routing            78100             19.25              2780
after floorplan                 67800             11.17              1260
final                           78100             19.37              2700
after detailed placement        74500             19.29              1340
after CTS                       78100             19.37              2730
[cells in the final DEF, fill, tap and decap left out, types with 84 or more instances in the layout]
cell type / instances
a211oi_1: 120
xnor2_1: 546
a22o_1: 133
mux2_2: 537
clkbuf_16: 100
ha_1: 582
nand3_1: 97
inv_1: 165
nor2_1: 261
o21ai_0: 478
buf_4: 113
nor3_1: 87
a21oi_1: 486
mux2i_1: 213
a31oi_1: 84
clkdlybuf4s50_1: 389
dfrtp_1: 834
xor2_1: 413
nand2_1: 558
a21o_1: 244
No activity file was given, so power comes from the tool's default toggle rates.
